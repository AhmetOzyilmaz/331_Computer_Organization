File: flow/run.sh
#!/bin/bash
# OpenROAD 26Q1-2900-gdf79404cd8, Yosys 0.63+post, stock flow scripts
make -C /OpenROAD-flow-scripts/flow DESIGN_CONFIG=/design/flow/config.mk WORK_HOME=/design/flow/orfs finish
File: flow/config.mk
export PLATFORM = sky130hd
export DESIGN_NAME = mips_alu
export DESIGN_NICKNAME = mips_alu
export VERILOG_FILES = /design/flow/design.v
export SDC_FILE = /design/flow/constraint.sdc
export NUM_CORES = 4
export LEC_CHECK = 1
export CORE_UTILIZATION = 40
File: flow/constraint.sdc
current_design mips_alu

set clk_period 32.5
set clk_io_pct 0.2

create_clock -name clk0 -period $clk_period

set non_clock_inputs [all_inputs -no_clocks]
set_input_delay [expr $clk_period * $clk_io_pct] -clock clk0 $non_clock_inputs
set_output_delay [expr $clk_period * $clk_io_pct] -clock clk0 [all_outputs]
File: flow/design.v
module mips_alu(Result, Zero, readData1, readData2, shamt, ALUCtr);
output [31:0] Result;
output        Zero;
input  [31:0] readData1;
input  [31:0] readData2;  
input  [3:0]  ALUCtr;
input  [4:0]  shamt;
wire          overflowAdd;
wire          overflowSub;
wire          setLessThan;
wire   [31:0] readDataSum;
wire   [31:0] readDataSub;
assign readDataSum = readData1 + readData2;
assign readDataSub = readData1 - readData2;
assign overflowAdd = (readData1[31] == readData2[31] && readDataSum[31] != readData1[31]) ? 1'b1 : 1'b0;
assign overflowSub = (readData1[31] == readData2[31] && readDataSub[31] != readData1[31]) ? 1'b1 : 1'b0;
assign setLessThan = overflowSub ? ~(readData1[31]) : readData1[31];
assign Result   = ALUCtr == 4'b0010
					 ? readDataSum
					 : ALUCtr == 4'b0000
					 ? readData1 & readData2
					 : ALUCtr == 4'b0001
					 ? readData1 | readData2
					 : ALUCtr == 4'b1100
					 ? ~(readData1 | readData2)
					 : ALUCtr == 4'b0110
					 ? readDataSub
					 : ALUCtr == 4'b0111
					 ? {{31{1'b0}}, setLessThan}
					 : ALUCtr == 4'b0100
					 ? readData2 << shamt
					 : ALUCtr == 4'b0101
					 ? readData2 >> shamt
					 : 0;
assign Zero = (Result == 0); 
endmodule
==> results.sh <==
# yosys + openroad results
export IMPL_status="finished, final reports clean"
export IMPL_hold_depth=6
export IMPL_maxSlewHeadroom=0.3924
export IMPL_hold_slack_ns=14.36
export IMPL_fin_crit_ns=20.39
export IMPL_required_ns=26.00
export IMPL_grt_util_all_layers=0.3702
export IMPL_vias=11040
export IMPL_setup_worst_path_end_class="primary output"
export IMPL_peakVddDrop_v=0.000007935
export IMPL_dp_hpwl_mm=34.21
export IMPL_synth_top_cell_by_count="nor2_1"
export IMPL_synth_distinct_cells=91
export IMPL_p_comb_frac=1.000
export IMPL_p_seq_frac=0
export IMPL_top_layer_used="met4"
export IMPL_min_from="readData1[30]"
export IMPL_finalWirelength_mm=42.90
export IMPL_p_sw_frac=0.5968
export IMPL_p_per_area_mw_per_mm2=17.86
export IMPL_final_setup_viol_count=0
export IMPL_switchingPower_uw=109.2
export IMPL_final_cells=1644
export IMPL_clock_power_share=0
export IMPL_clock_buffers=0
export IMPL_dp_cells=1644
export IMPL_syn_inst=1323
export IMPL_grt_max_degree=47
export IMPL_critPathArrivalTime_ns=13.89
export IMPL_p_int_uw=73.76
export IMPL_synth_top_area_share=0.1311
export IMPL_flops=0
export IMPL_grt_pass1_wl_mm=64.20
export IMPL_synthTopCellsByCount="nor2_1 (126), nand2_1 (125), a21oi_1 (120), inv_1 (100), ha_1 (95)"
export IMPL_path_max_fanout=8
export IMPL_total_power_uw=182.9
export IMPL_place_gp_congestion=1.052
export IMPL_dieArea_sq_mm=0.02327
export IMPL_grt_ovfl_total=0
export IMPL_wl_met1_mm=17.75
export IMPL_cts_resized=0
export IMPL_tool_warnings=95
export IMPL_core_area_sq_mm=0.02203
export IMPL_ys_cells=1323
export IMPL_drtPass1Iterations=19
export IMPL_tns_ns=0
export IMPL_synthesis_area_sq_mm=0.009066
export IMPL_drive_above_1_share=0.07845
export IMPL_syn_avg_cell_area_sq_um=6.853
export IMPL_num_io_pins=106
export IMPL_synth_sequential_area_ratio=0
export IMPL_fp_dieH_um=152.6
export IMPL_hold_path_class="input pin to primary output"
export IMPL_crit_type="input pin to primary output"
export IMPL_route_met2_wl_mm=18.71
export IMPL_register_area_sq_um=0
export IMPL_ys_warn_count=0
export IMPL_drv_cap=0
export IMPL_grt_pass1_vias=10150
export IMPL_rsz0062_at_grt="false"
export IMPL_met3_length_mm=4.346
export IMPL_timing_hold_violations_final=0
export IMPL_drc=0
export IMPL_finalClockPeriodUsage=0.6274
export IMPL_hold_buffers=0
export IMPL_die_w_um=152.6
export IMPL_area_growth_pct=12.97
export IMPL_topCellsByArea="ha_1 (13%), a21oi_1 (6.6%), mux4_2 (6.2%)"
export IMPL_worst_pin_slew_ns=0.9080
export IMPL_power_leakage_nw=4.211
export IMPL_antenna_found_initial=0
export IMPL_antenna_cells=0
export IMPL_via_per_inst=6.714
export IMPL_fmax_mhz=49.04
export IMPL_antenna_left=0
export IMPL_min_to="Result[31]"
export IMPL_startpoint_type="input pin"
export IMPL_ys_chip_area_sq_mm=0.009066
export IMPL_synth_top_cell_by_area="ha_1"
export IMPL_core_rowCount=54
export IMPL_port_buffers=106
export IMPL_drt_iter0_drc=1270
export IMPL_post_cts_buffers=0
export IMPL_wire_per_inst_um=26.10
export IMPL_finish_utilization=0.4650
export IMPL_initial_core_util=0.4116
export IMPL_final_max_slew_viol_count=0
[worst max-delay path: stages]
cell	delay, ns
clkdlybuf4s50_1	0.68
inv_1	0.11
ha_1	0.32
o21ba_2	0.23
nor4_1	0.49
o21ai_0	0.29
a31oi_1	0.45
o21ai_0	0.24
o21bai_1	0.26
a21oi_1	0.10
nor2_1	0.16
o21ai_0	0.10
a21oi_1	0.15
nor2_1	0.07
fa_1	0.41
nand2b_1	0.17
a32oi_1	0.19
o2111ai_1	0.13
a221o_1	0.37
or4_1	0.46
or4_1	0.42
nor4_1	0.65
nand4_1	0.20
nor4_2	0.24
clkdlybuf4s50_1	0.49
[metrics by stage]
stage                     area, sq um  worst slack (ns)
after global placement          10240             12.47
after floorplan                  9066             15.04
after CTS                       10240             12.35
after global routing            10240             11.85
final                           10240             12.11
after detailed placement        10240             12.34
[layout make-up]
type	count	area, sq um
fill	2278	11780
inverter	104	390.4
multi-input combinational	1127	8245
tap	280	350.3
timing repair buffer	133	1256
[cells by family after synthesis]
kind of cell               share of synthesized area
and+or+nand+nor                               0.2091
adders and majority gates                     0.1377
buffers and inverters                        0.09053
xor gates and xnor gates                     0.02898
AOI/OAI and AO/OA                             0.3656
muxes                                         0.1681
[layout by cell type (no fill, tap or decap), types with 14 or more instances in the layout]
master,synthesis,final
nand2_1,125,125
o21a_1,14,14
mux2i_1,51,51
o22ai_1,29,29
o21ai_0,84,84
xnor2_1,28,28
nor2_1,126,126
inv_1,100,100
nor3_1,28,28
ha_1,95,95
mux2_2,19,19
nand2b_1,14,14
nor2b_1,14,14
clkdlybuf4s50_1,0,104
o221ai_1,16,16
o211ai_1,28,28
a31oi_1,15,15
a211oi_1,18,18
mux4_2,25,25
a21oi_1,120,120
nand3_1,20,20
buf_4,3,28
[power by group through the flow]
stage	combinational (mW)	sequential [mW]	clock (mW)
after CTS	0.178	0	0
after global routing	0.195	0	0
final	0.183	0	0
[routing by layer]
metal,vias up,track usage
li1,5058,-
met1,5198,0.5188
met2,677,0.5629
met3,105,0.07302
met4,0,0.1491
met5,-,0
[worst max-delay path by stage]
stage,cells after the start,from,end
finish,25,readData2[1],Zero
global route,25,readData2[1],Zero
CTS,25,readData2[1],Zero
