===== design/flow/config.mk =====
export PLATFORM = sky130hd
export DESIGN_NAME = Adder_32Bit
export DESIGN_NICKNAME = Adder_32Bit
export VERILOG_FILES = /design/flow/design.v
export SDC_FILE = /design/flow/constraint.sdc
export NUM_CORES = 4
export LEC_CHECK = 1
export CORE_AREA = 10 10 83 83
export DIE_AREA = 0 0 93 93

===== design/flow/constraint.sdc =====
current_design Adder_32Bit

set clk_period 31.2
set clk_io_pct 0.2

create_clock -name clk0 -period $clk_period

set non_clock_inputs [all_inputs -no_clocks]
set_input_delay [expr $clk_period * $clk_io_pct] -clock clk0 $non_clock_inputs
set_output_delay [expr $clk_period * $clk_io_pct] -clock clk0 [all_outputs]

===== design/flow/design.v =====
module Adder_32Bit(
	output [31:0] sum,
	output cOut,
	input [31:0]in1,
	input [31:0]in2, 
	input cIn
	);
	wire [31:0]tmpCarry;  
	FullAdder a1( in1[0], in2[0], cIn, tmpCarry[0],sum[0]);
	FullAdder a2( in1[1], in2[1], tmpCarry[0], tmpCarry[1],sum[1]);
	FullAdder a3( in1[2], in2[2], tmpCarry[1], tmpCarry[2],sum[2]);
	FullAdder a4( in1[3], in2[3], tmpCarry[2], tmpCarry[3],sum[3]);
	FullAdder a5( in1[4], in2[4], tmpCarry[3], tmpCarry[4],sum[4]);
	FullAdder a6( in1[5], in2[5], tmpCarry[4], tmpCarry[5],sum[5]);
	FullAdder a7( in1[6], in2[6], tmpCarry[5], tmpCarry[6],sum[6]);
	FullAdder a8( in1[7], in2[7], tmpCarry[6], tmpCarry[7],sum[7]);
	FullAdder a9( in1[8], in2[8], tmpCarry[7], tmpCarry[8],sum[8]);
	FullAdder a10( in1[9], in2[9], tmpCarry[8], tmpCarry[9],sum[9]);
	FullAdder a11( in1[10], in2[10], tmpCarry[9], tmpCarry[10],sum[10]);
	FullAdder a12( in1[11], in2[11], tmpCarry[10], tmpCarry[11],sum[11]);
	FullAdder a13( in1[12], in2[12], tmpCarry[11], tmpCarry[12],sum[12]);
	FullAdder a14( in1[13], in2[13], tmpCarry[12], tmpCarry[13],sum[13]);
	FullAdder a15( in1[14], in2[14], tmpCarry[13], tmpCarry[14],sum[14]);
	FullAdder a16( in1[15], in2[15], tmpCarry[14], tmpCarry[15],sum[15]);
	FullAdder a17( in1[16], in2[16], tmpCarry[15], tmpCarry[16],sum[16]);
	FullAdder a18( in1[17], in2[17], tmpCarry[16], tmpCarry[17],sum[17]);
	FullAdder a19( in1[18], in2[18], tmpCarry[17], tmpCarry[18],sum[18]);
	FullAdder a20( in1[19], in2[19], tmpCarry[18], tmpCarry[19],sum[19]);
	FullAdder a21( in1[20], in2[20], tmpCarry[19], tmpCarry[20],sum[20]);
	FullAdder a22( in1[21], in2[21], tmpCarry[20], tmpCarry[21],sum[21]);
	FullAdder a23( in1[22], in2[22], tmpCarry[21], tmpCarry[22],sum[22]);
	FullAdder a24( in1[23], in2[23], tmpCarry[22], tmpCarry[23],sum[23]);
	FullAdder a25( in1[24], in2[24], tmpCarry[23], tmpCarry[24],sum[24]);
	FullAdder a26( in1[25], in2[25], tmpCarry[24], tmpCarry[25],sum[25]);
	FullAdder a27( in1[26], in2[26], tmpCarry[25], tmpCarry[26],sum[26]);
	FullAdder a28( in1[27], in2[27], tmpCarry[26], tmpCarry[27],sum[27]);
	FullAdder a29( in1[28], in2[28], tmpCarry[27], tmpCarry[28],sum[28]);
	FullAdder a30( in1[29], in2[29], tmpCarry[28], tmpCarry[29],sum[29]);
	FullAdder a31( in1[30], in2[30], tmpCarry[29], tmpCarry[30],sum[30]);
	FullAdder a32( in1[31], in2[31], tmpCarry[30], cOut,sum[31]);
endmodule
module FullAdder(
	input in1, 
	input in2, 
	input cIn, 
	output cOut, 
	output sum);
	wire halfSum, carry1, carry2;
	HalfAdder ha1(in1, in2, carry1, halfSum);
	HalfAdder ha2(halfSum, cIn, carry2, sum);
	or(cOut, carry1, carry2);
endmodule
module HalfAdder(
input in1,
input in2, 
output cOut, 
output sum);
and(cOut, in1, in2);
xor(sum, in1, in2);
endmodule

===== design/flow/run.sh =====
#!/bin/bash
# OpenROAD 26Q1-2900-gdf79404cd8, Yosys 0.63+post, stock flow scripts
make -C /OpenROAD-flow-scripts/flow DESIGN_CONFIG=/design/flow/config.mk WORK_HOME=/design/flow/orfs finish

==> ci_impl_report.md <==
### Metrics collected by this job

| Metric | Value |
|---|---|
| Die outline height | 93 µm |
| Final hold vios | 0 |
| Required time of the critical path | between 20 and 25 ns |
| Number of antenna violations at the first check in global routing | 0 |
| Unrepaired setup endpoints after global routing | no |
| Power Density | 19.18 nW/µm² |
| Maximum capacitance violations | 0 |
| Total of clock buffers placed in the layout | 0 |
| Highest routed layer | met3 |
| Aggregate routed wire length | 2.699 mm |
| Number of iterations in the first detailed-routing pass | 2 |
| Area growth from synthesis to layout | 90.19% |
| Final std cell area, no fill | 1747 µm² |
| Grt ovf | 0 |
| Slew @ Worst Pin | between 0.1 and 0.15 ns |
| Worst hold path type | input port to output port |
| Maximum net fanout on the critical path | 1 |
| Leading area contributor after synthesis | sky130_fd_sc_hd__fa_1 |
| Area of all sequential standard cells | 0 µm² |
| Slowest cell delay on critical path | about 0.45 ns |
| Gpl congestion | about 0.73 |
| Fmax achieved | 0.03870 GHz |
| Final-report max-slew violation count | 0 |
| Fin Hold WS | roughly 14 ns |
| Total Routing Usage GR | 6.028% |
| Core utilization at floorplan | between 15 and 20% |
| Most repeated library cell on the critical path | sky130_fd_sc_hd__fa_1 |
| Static leakage power | 0.6703 nW |
| Number of global-route vias before repair | roughly 850 |
| Width of the die | approximately 93 µm |
| Synthesized cell area | between 900 and 1000 µm² |
| Crit Path Category | input port to output port |
| Worst setup timing slack at the placement stage | approximately 5.3 ns |
| Outcome | complete, no violations |
| Antenna Cells | 0 |
| M1 wire length | around 1.0 mm |
| Final Power | 0.03350 mW |
| CTS-repair resized insts | 0 |
| Number of core rows | 26 |
| DR vias/cell | between 3 and 4 |
| Area of the core region | about 5100 µm² |
| Number of warnings reported in the yosys synthesis log | 0 |
| Total met2 wirelength after detailed routing | 1.006 mm |
| Worst-case vdd ir drop | ~0.000007 V |
| Placed standard-cell area | 1747 µm² |
| DRC violation count after routing | 0 |
| Cell count in the Yosys report | about 74 |
| Number of DRC markers in iteration 0 | 1 |
| Beginning of the critical path | in1[0] |
| Final routed wire length divided by cell count | about 13 µm |
| Number of buffers added for setup after CTS | 0 |
| Per-instance average area after synthesis | about 12 µm² |
| Startpoint class of the critical path | input port |
| Total negative slack for setup checks | 0 ns |
| I/O pin cnt | around 98 |
| Mapped Cells | 74 |
| Global-route wire length before repair | ~4.2 mm |
| Arr. time, crit path | 19.60 ns |
| Synthesized chip area reported by yosys | roughly 920 µm² |
| Cell types with the largest area share after synthesis | sky130_fd_sc_hd__fa_1, sky130_fd_sc_hd__buf_4, sky130_fd_sc_hd__inv_1 |
| Hold bufs inserted after CTS | 0 |
| Met3 wirelength from detailed routing | about 640 µm |
| Post-synth seq share | 0% |
| Capturing element type of the critical path | output port |
| Seq_cells | 0 |
| Time the final worst path needs with I/O delays and setup | 25.84 ns |
| Area of the die | 8649 µm² |
| Highest-delay cell along the critical path | sky130_fd_sc_hd__clkdlybuf4s50_1 |
| Port Buffers | 98 |
| Fin crit share | a little over 80% |
| OpenROAD warning count | 32 |
| Final setup violation count | 0 |
| DRT antenna net count | 0 |
| Fraction of final layout cells with drive strength greater than 1 | 0% |
| Maximum number of pins on one net before global-route repair | 2 |
| Number of distinct library cell variants in the gate-level netlist after synthesis | 3 |
| Largest type area fraction | roughly 70% |
| Max-slew headroom at the worst pin | between 90 and 100% |
| Overall via count from detail_route | 708 |
| Final setup slack of the worst path | 5.362 ns |
| Hold path startpoint | in2[31] |
| Total half-perimeter wirelength after legalization and detailed placement | between 2 and 3 mm |
## worst paths after layout
path / to / slack [ns] / cells after the start
setup / recovery: sum[31] / 5.36 / 38
hold / removal: sum[31] / 13.52 / 5
## synth_stat cells
master and number:
sky130_fd_sc_hd__fa_1 32, sky130_fd_sc_hd__inv_1 10, sky130_fd_sc_hd__buf_4 32
## critical path: cells and delay by family
| kind | cells | cell delay, ns |
|---|---|---|
| adders and majority gates | 32 | 12.23 |
| buffers and inverters | 6 | 1.10 |
## metrics by stage
step | utilization, % | std cells
finish | 33.98 | 210
global route | 33.98 | 210
CTS | 33.98 | 210
detailed placement | 33.98 | 210
global placement | 33.98 | 210
floorplan | - | 74
## cell type report
cell class                 instances  area (µm²)
inverter                          10       37.54
multi-input combinational         32       640.6
fill                             531        3393
timing repair buffer              98       980.9
tap                               70       87.58
## kinds of logic after synthesis
logic type	count (synthesis)	synth area share, %
adder cells (fa/ha/maj)	32	69.75
buffers and inverters	42	30.25
## layout by cell type (no fill, tap or decap), drive strengths merged
master         instances
clkdlybuf4s50         98
inv                   10
fa                    32
## power breakdown
group / internal (mW) / switching (mW)
Sequential: 0 / 0
Clock: 0 / 0
Combinational: 0.0252 / 0.00832
Total: 0.0252 / 0.00832
## routing by layer
metal,global-route usage (%),vias up
met5,0,-
met4,0,0
met3,5.897,0
met2,8.528,78
met1,6.859,318
li1,-,312
Power and IR drop assume default switching activity.
